===== design.v =====
module apb_master(
    input  PCLK,
    input  PRESETn,
    input  PREADY,
    input  TRANSFER,
    input  write,
    input  read,  
    input  PSLVERR, 
    input  [31:0]PRDATA,  
    input  [31:0]apb_write_data,  
    input  [31:0]apb_write_address,  
    input  [31:0]apb_read_address,  
    output reg [31:0]PADDR,
    output reg PWRITE,
    output reg [31:0]PWDATA, 
    output reg PSEL1, PSEL2,
    output reg PENABLE,
    output reg [31:0]apb_read_out  
);
parameter IDLE=2'b00, SETUP=2'b01, ACCESS=2'b10;
reg [1:0]state, next_state;
  always@(posedge PCLK)begin
    if(!PRESETn)begin
        state<=IDLE;
    end
    else begin
        state<=next_state;
    end
end
always@(*)begin
    case(state)
        IDLE: begin 
            next_state=(TRANSFER)? SETUP: IDLE;
        end
        SETUP: begin
            next_state=ACCESS;
        end
        ACCESS: begin
            if(PREADY)begin
                next_state= (TRANSFER)? SETUP: IDLE;
            end 
            else begin
                next_state=ACCESS;
            end
        end
        default: next_state=IDLE;
    endcase
end
always@(*)begin
    case(state)
        IDLE: begin 
            PSEL1=0; PSEL2=0;
            PENABLE=0;
        end
        SETUP: begin
            PENABLE=0;
            if(read&&!write)begin 
                PADDR = apb_read_address;
                PSEL1=1;
                PSEL2=0;
                PWRITE=0;
            end
            else if(!read&&write)begin 
                PADDR=apb_write_address;  
                PSEL1=1;
                PSEL2=0;
                PWRITE=1;  
                PWDATA=apb_write_data;  
            end
        end
        ACCESS: begin
            PENABLE=1;
            if(PREADY)begin
                if(read && !write) 
                    apb_read_out=PRDATA;
            end
        end
    endcase
end
endmodule

===== config.mk =====
export PLATFORM = sky130hd
export DESIGN_NAME = apb_master
export DESIGN_NICKNAME = apb_master
export VERILOG_FILES = /design/flow/design.v
export SDC_FILE = /design/flow/constraint.sdc
export NUM_CORES = 4
export LEC_CHECK = 1
export CORE_AREA = 10 10 120 120
export DIE_AREA = 0 0 130 130

===== constraint.sdc =====
current_design apb_master

set clk_period 1.4
set clk_io_pct 0.2

create_clock -name clk0 -period $clk_period [get_ports {PCLK}]

set non_clock_inputs [all_inputs -no_clocks]
set_input_delay [expr $clk_period * $clk_io_pct] -clock clk0 $non_clock_inputs
set_output_delay [expr $clk_period * $clk_io_pct] -clock clk0 [all_outputs]

===== run.sh =====
#!/bin/bash
# OpenROAD 26Q1-2900-gdf79404cd8, Yosys 0.63+post, stock flow scripts
make -C /OpenROAD-flow-scripts/flow DESIGN_CONFIG=/design/flow/config.mk WORK_HOME=/design/flow/orfs finish

==> summary.txt <==
flow finished, numbers: status=finished clean, die area=16900 um2, GR Layer Usage met3=3.37%, Crit Path Class=input port to flop, # fillers=1158, Overflow after GRT=0, Finish-stage setup viols=0, Top cells by area=dlxtn_1 (69%), mux2_4 (18%), mux2_2 (3.1%), endpoints left unconstrained=198, DR WL/cell=15.9 um, Dominant cell area share=68.8%, Worst-path clk slew=30 ps, sequential cell fraction of total power=22.9%, CTS Buffer Depth=2, Comb pwr share=50.2%, cts-stage hold buffer count=0, Area growth syn-to-layout=118%, internal power=1.41 mW, fraction of registers with async set or reset after synthesis=0%, hold crit path type=flop to flop, measured slew at the worst slew-check pin=535 ps, Iter 0 DRT Violations=22, top-count cell post-synth=dlxtn_1, FF+latch count, synth=102, Worst Reg-to-Reg Cells=2, Slew HR=64.3%, Syn Inst Count=156, CTS root buffer=clkbuf_16, worst endpoint data arrival time=1050 ps, Antenna Violating Nets Remaining=0, syn_area_per_cell=13.9 um2, clk latency of the worst-skew pair=220 ps, largest net degree at the start of global routing=34, DRC violations left=0, RSZ-0062 raised after global routing=false, VDD IR-drop max=0.000318 V, Yosys warnings=1, Hold Path Cell Cnt=2, Leak=2.05 nW, cell taking the most area after synthesis=dlxtn_1, CTS Buf Count=3, Worst setup EP type=flop, hold_sp=state[0], Critical Path RT=1500 ps, total core area=11900 um2, Final Hold Fails=0, first-pass GRT wire length=12.0 mm, drt pass-1 iters=3, GRT busiest layer=met2, worst r2r src=state[1], Core Rows=40, Final HPWL DP=7.76 mm, Setup Fix Bufs, Post-CTS=0, Sw Ratio=16.9%, Distinct cells, synth=19, Die Wd=130 um, initial antenna violation count=0, Core Density at Floorplan=18.2%, yosys cell count=156, Period Utilization, post-route=67.6%, Clk pwr share=26.8%, Final GP Congestion=0.785, yosys stat chip area=2170 um2, Total Wirelength=8.57 mm, CP Launch Point=PREADY, Final min period=947 ps, vias in the first global route=2062, Post-synth EDFFs=0, met1 usage=10.5%, Post-synth top cells=dlxtn_1 (99), mux2_4 (26), mux2_2 (6), ys flop type=dlxtn_1, io pins=235, CTS tree=done, Max-Cap Viols=0, NetSw=288 uW, crit path max fanout=3, total negative slack=0 ps, Tot GR Track Use=9.13%, post_cts resized=0, Power, Total=1.70 mW, Critical Path Start Type=input port, H-tree levels=1, Max Slew Vio Count=0, Vias/cell=3.67, Clock Skews=0.0961 ps, tool warnings=26, PortBufs=232, register pins left without a clock=99, fmax=1060 MHz, share of cells above drive strength 1=10.5%, GRT met2 Usage=16.6%, routed via count=1975, pwr dens=360 nW/um2, die height=130 um, diodes inserted=0, Mapped Area=2170 um2
## worst max-delay path: stages
cell and delay, ps:
clkdlybuf4s50_1 450, a21oi_1 200, o21ai_0 110
## registers in the layout, summed over array words and instances, names as in the netlist
name          flops
PSEL1             1
apb_read_out     32
state             3
PENABLE           1
PWRITE            1
PWDATA           32
PADDR            32
## area by class of cell
type / count / area, um2 / share of cell area, %
inverters: 3 / 11.3 / 0.239
well taps: 147 / 184 / 3.90
flip-flops and latches: 102 / 1550 / 32.8
clock buffers: 4 / 78.8 / 1.67
repair buffers: 236 / 2350 / 49.9
multi-input cells: 46 / 544 / 11.5
## power by group through the flow
stage,logic [mW],clock network [mW],registers (mW)
global route,0.917,0.469,0.407
CTS,0.877,0.463,0.392
finish,0.854,0.456,0.390
## path summary, 6_finish.rpt
check                                 to  slack, ps
worst max register to register  state[0]        630
worst min-delay path            state[2]        550
worst min register to register  state[2]        550
worst max-delay path            state[0]        450
## cells in the final DEF (no fill, tap or decap), drive strengths merged
cell	n
inv	3
nand2	1
ha	1
a21oi	1
mux2	32
o21a	1
clkbuf	4
clkdlybuf4s50	232
nor2	1
conb	1
nor3	1
buf	4
o21ai	3
dfxtp	3
dlxtn	99
nand3b	1
nor2b	1
nand3	2
## kinds of logic (layout without fill, tap and decap cells)
group           Yosys count  in the layout  synth area share [%]
latches                  99             99                  68.8
mux                      32             32                  21.1
other cells               1              1                 0.173
fa+ha+maj                 1              1                 0.578
compound gates            5              5                  1.27
simple gates              7              7                  1.68
flops                     3              3                  2.77
buf+inv                   8            243                  3.76
## layer usage
metal	vias to the layer above	part of all wire [%]
met5	-	0
met4	0	0.42
met3	4	11
met2	113	51
met1	889	38
li1	969	-
## per-stage QoR
stage          utilization (%)  hold slack, ps  setup WS, ps  cells  cell area (um2)
3_5_place_dp              38.9             522           283    534             4640
6_report                  39.6             552           453    538             4720
4_1_cts                   39.6             551           466    538             4720
3_3_place_gp              38.9             518           298    534             4640
5_1_grt                   39.6             592           386    538             4720
2_1_floorplan                -             356           705    156             2170
No activity file was given, so power comes from the tool's default toggle rates.
